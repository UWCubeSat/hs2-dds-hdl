==> ./design.v <==
module clk_divider(clk_in, clk_out);
	input wire clk_in;
	output wire clk_out;
	reg [17:0] count_reg;
	always @(posedge clk_in) begin
		count_reg <= count_reg + 1'b1;
	end
	assign clk_out = count_reg[17];
endmodule
==> ./run.sh <==
#!/bin/bash
# OpenROAD 26Q1-2900-gdf79404cd8, Yosys 0.63+post, stock flow scripts
make -C /OpenROAD-flow-scripts/flow DESIGN_CONFIG=/design/flow/config.mk WORK_HOME=/design/flow/orfs finish
==> ./config.mk <==
export PLATFORM = sky130hd
export DESIGN_NAME = clk_divider
export DESIGN_NICKNAME = clk_divider
export VERILOG_FILES = /design/flow/design.v
export SDC_FILE = /design/flow/constraint.sdc
export NUM_CORES = 4
export LEC_CHECK = 1
export CORE_AREA = 10 10 88 88
export DIE_AREA = 0 0 98 98
==> ./constraint.sdc <==
current_design clk_divider

set clk_period 3.2
set clk_io_pct 0.2

create_clock -name clk0 -period $clk_period [get_ports {clk_in}]

set non_clock_inputs [all_inputs -no_clocks]
set_input_delay [expr $clk_period * $clk_io_pct] -clock clk0 $non_clock_inputs
set_output_delay [expr $clk_period * $clk_io_pct] -clock clk0 [all_outputs]
==> run notes <==
The internal power of the cells totals 333 uW. The maximum number of buffers from clock root to sink came out at 2. Across the VDD grid, the largest voltage drop is 0.399 mV.

In this run switching power makes up 17.9% of total power. The latest clock arrival within the worst-skew pair is 0.25 ns, and the worst-case clock skew is 0.00623 ns. TritonCTS built the clock tree. Setup repair after global routing left no endpoint under its margin. Synthesis handed over a netlist of 59 instances. Counting distinct cell types in the post-synthesis netlist gives 14.

Dividing the final minimum period by the clock period gives 53.0%. The HPWL after detailed placement is 602 um. The run gives 0 as the max-capacitance violation count. The flow ran to the end, and the final reports show no timing, DRC or antenna violations. The worst setup path is captured at a primary output. Measured along the y axis, the die boundary spans 98 um.

The initialized floorplan defines 28 standard-cell rows. Chip footprint: 9600 um^2. RePlAce ended its routability-driven mode at a weighted congestion of 0.751. The detailed router finished its first iteration with 5 violations. Summed over all failing endpoints, the final setup total negative slack is 0 ns. OpenROAD emitted warnings numbering 25.

In this run the tightest slew margin relative to its limit is 82.7%. The proportion of power drawn by flip-flops and latches is 55.2%, and the count of instantiated cells in the yosys netlist is 59. The final layout contains routed wiring with a total length of 874 um.

The flow reports an fmax of 590 MHz. The run gives 11.6 um^2 for the mean instance size in the synthesized netlist. In this run the critical path is formed by clkdlybuf4s50_1. The and-or/or-and share of the synthesized area was 0%; the area growth from synthesis to final layout was 23.1%.

Counting only logic cells after layout, the most numerous master is sky130_fd_sc_hd__dfxtp_1. The data required time reported for the critical path is 2.56 ns. Per the repair_timing log after CTS, setup buffers inserted total 0. In the final report, the number of hold violations comes to 0.

The sequential fraction of the synthesis area was 52.5%; the routed via count divided by cell count was 2.87. The run gives 11 as the pin count of the biggest net entering global routing. Summing internal, switching and leakage power gives 406 uW. CTS added clock buffers totalling 3. After synthesis the netlist holds a flip-flop and latch count of 18.

The post-CTS hold buffer count recorded in the log is 0. The tools report the clock root buffer as sky130_fd_sc_hd__clkbuf_8. The via count of the first global-routing pass was 385; the peak per-stage delay on the critical path was 0.46 ns. STA reports the tightest min-delay check as being of type flip-flop to flip-flop. The die is 98 um wide. The number of buffers and inverters on the critical path works out to 1.

After detailed routing, the average wire length per cell comes to 6.29 um. The power report attributes to the combinational group a share of 0%. The slowest library cell on the worst path is sky130_fd_sc_hd__clkdlybuf4s50_1. The tools report the remaining routing DRC violations as 0. The run gives 0.259 ns for the actual slew at the worst max-slew pin. The cell area after synthesis was 687 um^2; the fraction of layout cells with a size suffix above 1 was 14.1%. With the post-synthesis share of cell area spent on and, or, nand and nor gates at 24.8%, the top cell type's share of synthesized area is 52.5%.

With the detailed-router iteration count before antenna repair at 2, the worst hold-check slack is 0.416 ns. Of the total synthesized cell area, the portion taken by XOR and XNOR cells is 20.4%. The synthesized netlist devotes 1.82% of its cell area to adder and majority cells. On the critical path the data arrives at 1.06 ns. Kind of critical path: flip-flop to primary output. The worst setup path is launched from a flip-flop.

Registers take 360 um^2. In the layout the commonest cells are 18 x sky130_fd_sc_hd__dfxtp_1, 10 x sky130_fd_sc_hd__xnor2_1, 6 x sky130_fd_sc_hd__nand2_1, 6 x sky130_fd_sc_hd__xor2_1. The run gives 1 as the count of H-tree levels built during CTS. The dominant cell type by area after synthesis was sky130_fd_sc_hd__dfxtp_1. Gates resized during post-CTS repair numbered 0. Per the detail_route report, inserted antenna diodes total 0. The tools report the number of vias after detailed routing as 399.

The dominant kind of combinational cell was simple AND/OR/NAND/NOR gates. The number of placed I/O pins is 2. By area the synthesized netlist is led by sky130_fd_sc_hd__dfxtp_1 52%, sky130_fd_sc_hd__xnor2_1 13%, sky130_fd_sc_hd__xor2_1 7.7%. The area of the synthesized netlist per yosys stat is 687 um^2. The clock edge transition at the registers on the reported setup and hold paths was 0.07 ns. The Yosys warning count came out at 1. The run gives 0.000282 uW as the leakage power total.

The run gives 18 for the number of sinks driven by the clock tree. In the synthesized netlist, mux cells make up 0% of the area. The total power per unit cell area was 480 nW/um^2; the global route total overflow was 0. Summing all multi-input logic gate instances after layout gives 323 um^2.

In this run, the clock network consumes 44.8% of the power. The tools report the number of antenna violations at the first check in global routing as 0. The final-layout fill cell count is 651.

The flip-flop count of the largest register after layout works out to 18. The run gives 2 for the maximum fanout encountered on the critical timing path. The tools report the core utilization at floorplan as 11.6%. The run gives 0 for the number of pins with negative max-slew slack in the final report. The switching power is 72.7 uW.

The tally of buffers added on design ports was 1; the standard cell core area was 5920 um^2. Wire length of the first global-routing pass: 1610 um. Global routing used 1.88% of the available tracks. Number of nets with antenna violations after routing: 0.

Grouping stages by cell kind, the critical path spends the most delay in buffers and inverters. With the final count of negative-setup-slack endpoints at 0, the clock period minus worst slack is 1.70 ns.
-- logic make-up after synthesis --
logic type / count (synthesis)
adder cells (fa/ha/maj): 1
buffers and inverters: 1
AND/OR/NAND/NOR: 23
flip-flops: 18
XOR/XNOR: 16
-- through the flow --
stage	util (%)	cell area, um^2	setup slack (ns)	cells
finish	14.3	846	1.50	139
global route	14.3	846	1.44	139
CTS	14.3	846	1.49	139
detailed placement	13.4	791	1.77	135
global placement	13.4	791	1.77	135
floorplan	-	687	1.99	59
-- synthesized netlist by cell type --
cell and count:
sky130_fd_sc_hd__dfxtp_1 18, sky130_fd_sc_hd__xnor2_1 10, sky130_fd_sc_hd__nand2_1 6, sky130_fd_sc_hd__xor2_1 6, sky130_fd_sc_hd__nand3_1 4, sky130_fd_sc_hd__and4_1 3
sky130_fd_sc_hd__nor2_1 3, sky130_fd_sc_hd__nand3_4 2, sky130_fd_sc_hd__nor3_4 2, sky130_fd_sc_hd__and3_1 1, sky130_fd_sc_hd__ha_1 1, sky130_fd_sc_hd__inv_1 1
sky130_fd_sc_hd__nand3_2 1, sky130_fd_sc_hd__nand4_1 1
-- final cells by class --
| cell class | count | share of cell area, % |
|---|---|---|
| flip-flops and latches | 18 | 42.6 |
| multi-input cells | 40 | 38.2 |
| well taps | 75 | 11.1 |
| clock buffers | 4 | 6.51 |
| repair buffers | 1 | 1.18 |
| inverters | 1 | 0.444 |
-- power groups by stage --
stage	clock (uW)	combinational (uW)	sequential (uW)
6_report	182	0.000108	224
5_1_grt	195	0.000108	224
4_1_cts	188	0.000108	224
-- path summary, 6_finish.rpt --
check	from	slack, ns	depth (start not counted)	end
worst min register to register	count_reg[0]	0.42	1	count_reg[0]
worst min-delay path	count_reg[0]	0.42	1	count_reg[0]
worst max register to register	count_reg[0]	1.85	5	count_reg[12]
worst max-delay path	count_reg[17]	1.50	1	clk_out
-- per-layer routing --
metal / up-vias / global-route usage (%) / share of wire [%]
li1: 209 / - / -
met1: 183 / 2.30 / 53
met2: 5 / 2.94 / 39
met3: 2 / 1.07 / 7.7
met4: 0 / 0.112 / 0.69
met5: - / 0 / 0
No activity file was given, so power comes from the tool's default toggle rates.
