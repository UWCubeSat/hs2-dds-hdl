File: /design/flow/config.mk
export PLATFORM = sky130hd
export DESIGN_NAME = seg7
export DESIGN_NICKNAME = seg7
export VERILOG_FILES = /design/flow/design.v
export SDC_FILE = /design/flow/constraint.sdc
export NUM_CORES = 4
export LEC_CHECK = 1
export CORE_AREA = 10 10 70 70
export DIE_AREA = 0 0 80 80
File: /design/flow/run.sh
#!/bin/bash
# OpenROAD 26Q1-2900-gdf79404cd8, Yosys 0.63+post, stock flow scripts
make -C /OpenROAD-flow-scripts/flow DESIGN_CONFIG=/design/flow/config.mk WORK_HOME=/design/flow/orfs finish
File: /design/flow/design.v
module seg7 (in, led1, led0);
	input logic [3:0] in;   
	output logic [6:0] led1, led0;   
	always_comb begin
		case (in)   
			4'b0000: begin led1 = ~7'b0111111; led0 = ~7'b0111111; end  
			4'b0001: begin led1 = ~7'b0111111; led0 = ~7'b0000110; end  
			4'b0010: begin led1 = ~7'b0111111; led0 = ~7'b1011011; end  
			4'b0011: begin led1 = ~7'b0111111; led0 = ~7'b1001111; end  
			4'b0100: begin led1 = ~7'b0111111; led0 = ~7'b1100110; end  
			4'b0101: begin led1 = ~7'b0111111; led0 = ~7'b1101101; end  
			4'b0110: begin led1 = ~7'b0111111; led0 = ~7'b1111101; end  
			4'b0111: begin led1 = ~7'b0111111; led0 = ~7'b0000111; end  
			4'b1000: begin led1 = ~7'b0111111; led0 = ~7'b1111111; end  
			4'b1001: begin led1 = ~7'b0111111; led0 = ~7'b1101111; end  
			4'b1010: begin led1 = ~7'b0000110; led0 = ~7'b0111111; end  
			4'b1011: begin led1 = ~7'b0000110; led0 = ~7'b0000110; end  
			4'b1100: begin led1 = ~7'b0000110; led0 = ~7'b1011011; end  
			4'b1101: begin led1 = ~7'b0000110; led0 = ~7'b1001111; end  
			4'b1110: begin led1 = ~7'b0000110; led0 = ~7'b1100110; end  
			4'b1111: begin led1 = ~7'b0000110; led0 = ~7'b1101101; end  
			default: begin led1 = 7'bX; led0 = 7'bx; end   
		endcase
	end
endmodule
module seg7_testbench();   
	logic [3:0] in;
	logic [6:0] led1, led0;
	seg7 dut (in, led1, led0);
	integer i;
	initial begin
		for (i = 0; i < 2**4; i++) begin
			in = i; #10;   
		end
	end
endmodule
File: /design/flow/constraint.sdc
current_design seg7

set clk_period 1.0
set clk_io_pct 0.2

create_clock -name clk0 -period $clk_period

set non_clock_inputs [all_inputs -no_clocks]
set_input_delay [expr $clk_period * $clk_io_pct] -clock clk0 $non_clock_inputs
set_output_delay [expr $clk_period * $clk_io_pct] -clock clk0 [all_outputs]
==> qor.csv <==
metric,value,unit
outcome,"finished, violations left",
failing checks,setup timing,
diode count,0,
Post-Place Cell Area,554,µm²
Syn. warnings,1,
grt ovf,0,
Worst Setup SP,in[0],
# DRC,0,
DR vias,299,
Max-Cap Viols,0,
RD Place Congestion,0.736,
dpl ws,-1.24,ns
FP Rows,21,
Die X,80,µm
CP Max Fanout,5,
Max Slew Vio Count,0,
initial antenna violation count,0,
min Tclk post-route,1.37,ns
Final ANT Viol Nets,0,
Starting DRT DRC Count,3,
die height,80,µm
Post-Syn Area per Cell,8.93,µm²
fillcell total,390,
CP startpoint kind,input port,
Via-to-Cell Ratio,2.90,
HP Class,input port to primary output,
Crit Path Class,input port to primary output,
post-route cell area,616,µm²
yosys stat cell total,36,
Final Hold Viols,0,
worst path arrival time,1.17,ns
Yosys cell types,19,
Leakage,0.300,nW
crit path DRT,0.80,ns
total die size,0.00640,mm²
WL/cell,8.94,µm
flop count,0,
core area,0.00342,mm²
Worst Setup EP,led0[0],
final hold slack,0.739,ns
routed wire length,921,µm
layout cells sized above 1,63.2,%
Boundary Pins,18,
vias in the first global route,294,
Comb area,268,µm²
FF+latch area,0,µm²
maximum VDD drop,0.0606,mV
yosys synthesis chip area,322,µm²
largest net degree at the start of global routing,7,
Area Overhead vs Synth,91.4,%
Synth Seq Share,0,%
Fmax,729,MHz
first-pass GRT wire length,1.37,mm
final setup vio count,11,
tool warnings,40,
PortBufs,15,
RSZ-0062 raised after global routing,true,
fp util,9.41,%
Layout clock buffers,0,
Tot GR Track Use,2.52,%
synthesized area,322,µm²
hpwl dp,723,µm
Final WS setup,-0.371,ns
final period utilization,137,%
Mapped Cells,36,
power density cells,370,mW/mm²
Crit. End Element,primary output,
DR pass1 iterations,2,
-- critical path, stage by stage --
cell and delay, ns:
buf_12 0.10, inv_16 0.04, ha_1 0.23, mux4_2 0.47, buf_2 0.13
-- worst min-delay path by stage --
stage,from,to,cells past startpoint
6_report,in[3],led1[5],3
4_1_cts,in[2],led0[1],3
5_1_grt,in[3],led1[5],3
-- through the flow --
step	instances	util [%]	power (mW)	setup TNS, ns
after floorplan	37	-	0.0982	-0.140
after global placement	95	16.2	0.209	-11.11
after detailed placement	95	16.2	0.209	-11.17
after CTS	101	16.8	0.211	-2.18
after global routing	103	18.0	0.249	-2.44
final	103	18.0	0.228	-2.03
-- cells in the final DEF, fill, tap and decap left out, types with 2 or more instances in the layout --
| cell | Yosys | routed |
|---|---|---|
| buf_2 | 1 | 8 |
| buf_4 | 6 | 5 |
| buf_6 | 1 | 9 |
| buf_8 | 0 | 3 |
| conb_1 | 2 | 3 |
| ha_1 | 6 | 4 |
| mux2i_1 | 2 | 2 |
| mux4_2 | 0 | 2 |
| o21ai_1 | 0 | 2 |
| xor2_1 | 2 | 2 |
-- synthesized netlist by cell type (all sizes together) --
cell / n / area [µm²]
mux2: 1 / 11.3
nor2b: 1 / 6.26
nor3: 1 / 5.00
inv: 3 / 11.3
o21ai: 2 / 10.0
xor2: 2 / 17.5
o21a: 1 / 7.51
a211o: 1 / 8.76
and3b: 1 / 8.76
nand3b: 1 / 7.51
ha: 6 / 75.1
nand3: 1 / 5.00
mux4: 2 / 52.6
mux2i: 2 / 20.0
nand2b: 1 / 6.26
conb: 2 / 7.51
buf: 8 / 61.3
-- power breakdown --
group / switching (mW) / internal [mW] / total, mW
logic: 0.0816 / 0.146 / 0.228
registers: 0 / 0 / 0
clock network: 0 / 0 / 0
-- area by class of cell --
class,count,share of cell area [%]
multi-input cells,26,43.5
inverters,3,5.28
repair buffers,28,41.9
well taps,46,9.35
-- cell families (layout without fill, tap and decap cells) --
kind of cell    count (synthesis)  after routing  synth area share, %
buf+inv                        11             31                 22.6
fa+ha+maj                       6              6                 23.3
compound gates                  4              4                 8.17
other cells                     2              3                 2.34
simple gates                    6              6                 12.1
mux                             5              5                 26.1
xor+xnor                        2              2                 5.45
-- routing by layer --
metal,track usage (%),wire length [µm]
met5,0,0
met4,0,0
met3,0.227,19
met2,5.38,537
met1,2.66,364
-- repair_timing --
item                                    in CTS  in global routing
hold buffers                                 0                  0
setup buffers                                6                  2
pin swaps                                    2                  3
endpoints found under the setup margin      11                 11
gates cloned                                 1                  0
gates resized                               65                  8
Power and IR drop assume default switching activity.
