$ cat /design/flow/config.mk
export PLATFORM = sky130hd
export DESIGN_NAME = debouncer
export DESIGN_NICKNAME = debouncer
export VERILOG_FILES = /design/flow/design.v
export SDC_FILE = /design/flow/constraint.sdc
export NUM_CORES = 4
export LEC_CHECK = 1
export CORE_AREA = 10 10 72 72
export DIE_AREA = 0 0 82 82
$ cat /design/flow/constraint.sdc
current_design debouncer

set clk_period 3.2
set clk_io_pct 0.2

create_clock -name clk0 -period $clk_period [get_ports {clk_in}]

set non_clock_inputs [all_inputs -no_clocks]
set_input_delay [expr $clk_period * $clk_io_pct] -clock clk0 $non_clock_inputs
set_output_delay [expr $clk_period * $clk_io_pct] -clock clk0 [all_outputs]
$ cat /design/flow/design.v
module debouncer(button_in, button_out, clk_in);
	input logic button_in, clk_in;
	output logic button_out;
	wire counter_reset;
	reg [14:0] count_reg;
	reg butstate;
	reg prevstate;
	always @(posedge clk_in) begin
		prevstate = butstate;
		butstate = button_in;
	end
	assign counter_reset = (prevstate != butstate);
	always  @(posedge clk_in) begin
		if(counter_reset) count_reg <= 15'b0;
		else if(count_reg == 15'b111111111111111) begin
			count_reg = 15'b111111111111111;
			button_out = prevstate;
		end
		else count_reg  <= count_reg + 1'b1;
	end
endmodule
$ cat /design/flow/run.sh
#!/bin/bash
# OpenROAD 26Q1-2900-gdf79404cd8, Yosys 0.63+post, stock flow scripts
make -C /OpenROAD-flow-scripts/flow DESIGN_CONFIG=/design/flow/config.mk WORK_HOME=/design/flow/orfs finish
==> results.ini <==
[status]
status=finished clean

[die]
fp_util=0.2056
die_h_um=82
die_x_um=82
io_pins=3
die_area_mm2=0.006724
core_area_mm2=0.003689
row_count=22

[clocking]
worst_skew_pair.late_latency_ns=0.25
cts_made_buffers=3
cts.sinks=18
cts-root-buf=clkbuf_8
cts_tree=yes
clk_pin_slew_worst_paths_ns=0.06
cts_resized=0
cts_max_level=1
hold_buffers=0
clockBufferDepth=2
cts_setup_buffers=0

[min_path]
hold_end=prevstate
hold_path_depth=0
min_from=butstate
holdCritPathClass=reg2reg

[placement]
portBuffers=2
dpl_worst_slack_ns=1.355
place_area_um2=830.8
dp.cells=126
place_hpwl_um=811.4
routabilityCongestion=0.7705

[drt]
drtIter0Drc=12
firstDrtPassIters=4
drc=0
wl_per_cell_um=8.946
vias=559
ant_nets=0
drt-total-wl_um=1163
via_per_inst=4.300
diodes=0

[synth]
yosysTopAreaCellShare=0.4488
synth_xor_xnor_area_share=0.1040
synth_cell_types=26
mux_share=0.01320
synthTopCellsByArea=dfxtp_1, xnor2_1, a21oi_1
netlist_area_um2=758.2
ys_area_um2=758.2
synth_warnings=1
yosysTopAreaCell=dfxtp_1
ys.flops=18
yosysSeqAreaShare=0.4884
syn_avg_cell_area_um2=9.847
synthCells=77
synth_adder_area_share=0.01650
synth_stat.cells=77
topCombFamilyByArea=simple AND/OR/NAND/NOR gates
ys_sh_aoi=0.1386
simple_gate_area_frac=0.1947

[finish]
largest_reg_flops=15
fin_area_um2=875.8
utilization=0.2374
drive_gt1_frac=0.1098
fill_cells=409
final_cells=130
area_growth_pct=15.51

[timing]
setup_viol=0
fin_crit_ns=1.862
hold_ws_ns=0.3660
tns_ns=0
finalCritPeriodShare=0.5820
final.setup.worst_slack_ns=1.338
finalHoldViolCount=0
tightest_slew_ns=0.3433
slew_headroom=0.7706
rsz0062_at_grt=no
slew_viol_final=0
finClkSkew_ns=0.0006812
fmax_ghz=0.5369

[power_and_ir_drop]
powerDensity_mw_per_mm2=478.5
ir_drop_mv=0.3065
p_leak_nw=0.2799
finalPower_mw=0.4191

[flow_run]
cap_viol_max_count=0
tool_warnings=25

[grt]
grt_max_degree=17
grt_pass1_wl_um=2221
grt_pass1_vias=510
overflow=0
antenna_found_initial=0
grt.total_usage=0.03953

[setup_path]
path_max_fanout=12
r2r-end=button_out
cp.arrival_ns=1.82
worst_ep_required_time_ns=3.16
criticalPathCategory=reg2reg
reg2reg_from=count_reg[0]
reg2reg_slack_ns=1.34
startpoint_type=flop
rr_worst_depth=5
crit_path_end_kind=flop

[cells by family after synthesis]
group | after synthesis
buffers and inverters | 7
muxes | 1
and+or+nand+nor | 23
xor gates and xnor gates | 9
adders and majority gates | 1
AOI/OAI and AO/OA | 18
DFF | 18
[where the power goes]
| part | leakage (nW) | switching (mW) | internal (mW) |
|---|---|---|---|
| combinational | 0.110 | 0.0112 | 0.00967 |
| sequential | 0.147 | 0.00699 | 0.234 |
| clock | 0.0228 | 0.0690 | 0.0883 |
[worst max-delay path: stages (launching register included)]
cell and delay, ns:
dfxtp_1 0.37, ha_1 0.23, nand3_2 0.12, nor3_4 0.30, nand4_2 0.34, nor2_1 0.20
[layout make-up]
class | count | area, µm² | area share
sequential | 18 | 370.4 | 0.4229
tap | 48 | 60.06 | 0.06857
multi-input combinational | 52 | 354.1 | 0.4043
clock buffer | 4 | 45.04 | 0.05143
timing repair buffer | 3 | 27.53 | 0.03143
inverter | 5 | 18.77 | 0.02143
[worst max-delay path by stage]
stage	from	end	slack, ns
final	count_reg[0]	button_out	1.34
after global routing	count_reg[0]	button_out	1.18
after CTS	count_reg[0]	button_out	1.34
[layer usage]
layer  global-route usage  up-vias  routed length, µm
met1              0.05699      251                549
met5                    0        -                  0
met2              0.05408       18                487
met4              0.01361        0                 42
li1                     -      284                  -
met3              0.01322        6                 83
[cell usage after synthesis (all sizes together)]
cell / count
dfxtp: 17
a21oi: 12
xnor2: 7
nand3: 6
inv: 5
nor2: 5
nand2: 3
nor3: 3
a31oi: 2
and3: 2
nand4: 2
nor4: 2
xor2: 2
a211oi: 1
a311oi: 1
a31o: 1
buf: 1
clkbuf: 1
edfxtp: 1
ha: 1
mux2i: 1
o31ai: 1
[cells in the final DEF (no fill, tap or decap)]
cell and instances:
clkbuf_1 1, buf_4 1, nor3_1 2, nor2_1 5, a31o_2 1, nand3_4 1, a211oi_1 1, a21oi_1 12
ha_1 1, xnor2_1 7, edfxtp_1 1, nor3_4 1, dfxtp_1 17, nand4_1 1, and3_1 2, clkbuf_8 3
nand4_2 1, a31oi_1 2, nor4_1 2, o31ai_1 1, a311oi_1 1, xor2_1 2, inv_1 5, mux2i_1 1
nand2_1 3, nand3_2 1, nand3_1 4, clkdlybuf4s50_1 2
Power is estimated from default activity; no workload was simulated.
